==> design.v <==
`timescale 1ns / 1ps
module gray_counter(
                    input clk,
                    input reset_n,
                    output reg [3:0] count);
reg [3:0] q;
always @ (posedge clk, negedge reset_n) 
begin
      if (!reset_n) 
      begin
      q <= 0;
      count <= 0;
      end
      else 
      begin
      q <= q + 1;
      count <= {q[3], q[3:1] ^ q[2:0]};
    end
  end
endmodule
==> run.sh <==
#!/bin/bash
# OpenROAD 26Q1-2900-gdf79404cd8, Yosys 0.63+post, stock flow scripts
make -C /OpenROAD-flow-scripts/flow DESIGN_CONFIG=/design/flow/config.mk WORK_HOME=/design/flow/orfs finish
==> config.mk <==
export PLATFORM = sky130hd
export DESIGN_NAME = gray_counter
export DESIGN_NICKNAME = gray_counter
export VERILOG_FILES = /design/flow/design.v
export SDC_FILE = /design/flow/constraint.sdc
export NUM_CORES = 4
export LEC_CHECK = 1
export CORE_AREA = 10 10 70 70
export DIE_AREA = 0 0 80 80
==> constraint.sdc <==
current_design gray_counter

set clk_period 1.0
set clk_io_pct 0.2

create_clock -name clk0 -period $clk_period [get_ports {clk}]

set non_clock_inputs [all_inputs -no_clocks]
set_input_delay [expr $clk_period * $clk_io_pct] -clock clk0 $non_clock_inputs
set_output_delay [expr $clk_period * $clk_io_pct] -clock clk0 [all_outputs]
==> flow_summary_export.csv <==
group,metric,value,unit
run_status,status,"finished, final reports clean",
finish,drive_gt1_frac,0.375,
sta,max_freq,1040,MHz
grt,antenna_found_initial,0,
cts,clk_latency,250,ps
setup_path,critPathSlowestCell,"dfrtp_1",
floorplanning,dieHeight,80,um
cts,cts_buffer_depth,2,
setup_path,r2r-start,"q[1]$_DFF_PN0_",
cts,clkTransAtPathRegs,50,ps
grt,track_usage,0.0126,
routing,antenna_cells_inserted,0,
place,numPortBuffers,5,
finish,logic_area,57.6,um^2
synthesis,async_flop_share,1.00,
setup_path,crit_end,"q[3]$_DFF_PN0_",
setup_path,reg2reg_slack,40,ps
grt,first_global_vias,149,
finish,regArea,175,um^2
sta,hold_violations,0,
place,gp_congestion,0.768,
setup_path,arrival,1130,ps
sta,period_minus_slack,964,ps
synthesis,ys.flops,7,
setup_path,cpPeakStageDelay,390,ps
floorplanning,die_area,6400,um^2
job,warnings,25,
routing,vias,125,
grt,grt-ovfl-total,0,
routing,drt_iter0_drc,8,
hold_path,hp-class,"in2async",
synthesis,synthTopCellsByArea,"dfrtp_1, ha_1, xor2_1, xnor2_1, buf_4",
setup_path,critical_path_required,1170,ps
power_and_ir_drop,p_leak,0.179,nW
synthesis,synthCells,15,
cts,numCtsBuffers,3,
synthesis,ys_cells,15,
place,dpl.hpwl,264,um
routing,drc_errors,0,
synthesis,common_cells,"dfrtp_1, ha_1, xor2_1",
sta,finalClockSkew,0.908,ps
synthesis,synth.most_common_cell,"dfrtp_1",
routing,ant_nets,0,
finish,syn_to_final_growth,49.7,%
routing,wire_per_inst,4.99,um
power_and_ir_drop,irDropWorstVdd,316,uV
synthesis,ys.flop_type,"dfrtp_1",
synthesis,edf_count,0,
setup_path,crit_type,"reg2reg",
synthesis,ys_types,7,
finish,final_cells,70,
synthesis,ys_warn_count,1,
grt,grt_start_max_net_pins,8,
floorplanning,initial_utilization,0.0707,
setup_path,path_cells,"buf_6 > ha_1 > nand2_1 > xnor2_1",
place,placedCellCount,66,
floorplanning,core,3420,um^2
sta,setup_tns,0,ps
floorplanning,rows,21,
floorplanning,ios,6,
job,cap_violations,0,
setup_path,critPathMaxFanout,2,
setup_path,crit_start,"q[1]$_DFF_PN0_",
finish,fillerInstances,400,
cts,clock_sinks,7,
cts,cts_setup_buffers,0,
setup_path,end_kind,"register",
sta,relSlewSlack,0.800,
synthesis,top_area_frac,0.725,
synthesis,synth_top_cell_by_area,"dfrtp_1",
synthesis,yosys_area,241,um^2
setup_path,rr_endpoint,"q[3]$_DFF_PN0_",
sta,whs,205,ps
grt,grt_pass1_wl,627,um
sta,rsz0062_at_grt,"no",
routing,routed_via_density,1.79,
cts,h-tree-depth,1,
power_and_ir_drop,power.density,1490,nW/um^2
sta,worstMarginPinSlew,299,ps
cts,cts_hold_buf,0,
sta,slew_viol_final,0,
sta,setup_viol,0,
floorplanning,die_w,80,um
synthesis,ys_seq_frac,0.725,
synthesis,syn_area_per_cell,16.1,um^2
cts,tritoncts,"done",
routing,drt_wl_total,349,um
sta,fin_crit_sh,0.964,
setup_path,worstRegToRegCells,4,
routing,first_pass_iters,2,
synthesis,syn_area,241,um^2
cts,cts-root-buf,"clkbuf_4",
setup_path,start_kind,"register",
==> power by group <==
part	switching (W)	internal (W)
combinational	0.00000491	0.00000347
clock	0.0000937	0.000152
sequential	0	0.000284
total	0.0000986	0.000439
==> layout make-up <==
class | count | share of cell area
clock buffer | 4 | 0.0727
inverter | 1 | 0.0104
multi-input combinational | 6 | 0.159
sequential | 7 | 0.484
tap | 46 | 0.159
timing repair buffer | 6 | 0.114
==> routing by layer <==
metal	part of all wire	global-route usage	vias to the layer above
met3	0.17	0.0148	0
li1	-	-	63
met2	0.31	0.0161	8
met5	0	0	-
met1	0.52	0.0128	54
met4	0	0.00352	0
==> cells by family (layout without fill, tap and decap cells) <==
kind of cell	count (synthesis)	count (layout)	share of synthesized area
AND/OR/NAND/NOR	1	1	0.0155
flip-flops	7	7	0.725
XOR/XNOR	3	3	0.109
adder cells (fa/ha/maj)	2	2	0.104
buffers and inverters	2	11	0.0466
==> sequential cells by signal, summed over array words and instances (netlist names) <==
signal,flops
q,4
count,3
==> stage by stage <==
| step | total power (W) | setup slack, ps | util | instance area (um^2) |
|---|---|---|---|---|
| floorplan | 0.000289 | 151 | - | 241 |
| finish | 0.000538 | 35.8 | 0.106 | 362 |
| detailed placement | 0.000297 | -11.0 | 0.102 | 349 |
| CTS | 0.000550 | 16.5 | 0.109 | 373 |
| global route | 0.000583 | 2.86 | 0.106 | 362 |
| global placement | 0.000297 | 15.2 | 0.102 | 349 |
==> how the worst min path moves through the flow <==
stage                    from            endpoint  slack [ps]  cells after the start
after global routing  reset_n  count[1]$_DFF_PN0_         220                      1
final                 reset_n  count[1]$_DFF_PN0_         200                      1
after CTS             reset_n  count[2]$_DFF_PN0_         200                      1
==> repair_timing <==
item | in CTS | in global routing
endpoints found under the setup margin | 5 | 4
pin swaps | 0 | 1
gates resized | 10 | 4
==> critical path, delay by kind of cell, from the launching register on <==
kind	cells	cell delay, ps
flops	1	390
fa+ha+maj	1	180
buf+inv	1	120
xor+xnor	1	120
simple gates	1	70
==> layout by cell type, fill, tap and decap left out <==
cell type	Yosys	final
buf_2	0	1
dfrtp_1	7	7
xnor2_1	1	1
clkbuf_4	0	3
nand2_1	1	1
buf_6	0	1
inv_1	1	1
ha_2	0	1
clkbuf_1	0	1
clkbuf_2	0	3
clkdlybuf4s50_1	0	1
ha_1	2	1
xor2_1	2	2
No activity file was given, so power comes from the tool's default toggle rates.
