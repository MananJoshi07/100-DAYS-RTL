**config.mk**
```make
export PLATFORM = sky130hd
export DESIGN_NAME = up_down_counter
export DESIGN_NICKNAME = up_down_counter
export VERILOG_FILES = /design/flow/design.v
export SDC_FILE = /design/flow/constraint.sdc
export NUM_CORES = 4
export LEC_CHECK = 1
export CORE_AREA = 10 10 70 70
export DIE_AREA = 0 0 80 80
```
**constraint.sdc**
```tcl
current_design up_down_counter

set clk_period 1.7
set clk_io_pct 0.2

create_clock -name clk0 -period $clk_period [get_ports {clk}]

set non_clock_inputs [all_inputs -no_clocks]
set_input_delay [expr $clk_period * $clk_io_pct] -clock clk0 $non_clock_inputs
set_output_delay [expr $clk_period * $clk_io_pct] -clock clk0 [all_outputs]
```
**design.v**
```verilog
`timescale 1ns / 1ps
module up_down_counter(
                        input clk,
                        input reset_n,
                        input updown,
                        output reg [3:0] count);
always@(posedge clk, negedge reset_n)
begin
    if(!reset_n)
    count<='b0;
    else if(updown)
    count<= count+'b1;
    else
    count<=count-'b1;
end                     
endmodule
```
**run.sh**
```bash
#!/bin/bash
# OpenROAD 26Q1-2900-gdf79404cd8, Yosys 0.63+post, stock flow scripts
make -C /OpenROAD-flow-scripts/flow DESIGN_CONFIG=/design/flow/config.mk WORK_HOME=/design/flow/orfs finish
```
==> Slide: Implementation Results <==
Synthesis and Place & Route Summary

Synth
  • Area leader share: 51.3%
  • Synthesized area: 195 µm²
  • Syn Area/Cell: 13.9 µm²
  • Yosys stat area: 195 µm²
  • Number of cells in Yosys stat: 14
  • Synth warn: 1
  • Synth Instances: 14
  • Main area contributors: dfrtp_1, ha_1, fa_1, xnor2_1, a21oi_2
  • Cell type with the largest total area: dfrtp_1
  • Seq share, synth: 51.3%
  • Flops after synth: 4
  • Synth cell types: 8

Clocking
  • CTS Buf Count: 3
  • Clock transition at path regs: 40 ps
  • Clock Sinks: 4
  • CTS tree: yes
  • Postcts setup bufs: 0
  • Clk buf depth: 2
  • Hold Buf Count CTS: 0
  • Root buffer cell: clkbuf_4
  • H-tree Lvls: 1
  • Clk Latency, worst-skew pair: 240 ps
  • Resized cells post-CTS: 0

Power
  • Sw Share: 27.0%
  • Static leakage: 0.136 nW
  • Share of power burned in registers: 34.9%
  • Total power draw: 0.462 mW
  • Pwr dens: 1380 nW/µm²
  • Max VDD drop: 194 µV
  • Internal: 0.338 mW
  • Comb power frac: 39.7%
  • Psw: 0.125 mW
  • Clock Power Share: 25.4%

Run status
  • Status: finished clean

Setup path
  • CP max stage delay: 500 ps
  • FF-to-FF Start: count[1]
  • CP Max Fanout: 3
  • Critical Path End Type: flop
  • FF-to-FF End: count[3]
  • Buf+Inv Stages, Crit Path: 2
  • Crit-path slowest cell: clkdlybuf4s50_1
  • Crit path max-delay family: buffers and inverters
  • Worst EP arrival: 1690 ps
  • Critical Path RT: 1860 ps
  • CP Cell Sequence: clkdlybuf4s50_1 -> inv_1 -> ha_1 -> a21o_1 -> a21oi_2 -> xnor2_1
  • Critical path start-end classification: primary input to flop
  • Reg-to-reg slack, setup: 490 ps
  • Setup crit start kind: primary input
  • R2R depth: 4

Detailed routing
  • WL per Instance: 6.28 µm
  • Post-route DRC: 0
  • Vias/cell: 1.90
  • # diodes: 0
  • Final WL: 433 µm
  • Total number of vias: 131
  • Initial DRC count: 2
  • DRT antenna net count: 0
  • 1st-pass router iterations: 2

STA
  • Tmin final: 1530 ps
  • Worst-margin pin slew: 197 ps
  • Fin. Hold Viols: 0
  • Skew final: 3.04 ps
  • Final setup violation count: 0
  • Max-slew violations: 0
  • Final setup margin: 172 ps
  • Fmax: 655 MHz
  • RSZ-0062 raised after global routing: false
  • Hold slack: 300 ps
  • Post-route setup TNS: 0 ps
  • Period utilization: 89.9%
  • Slew HR: 86.7%

Floorplan
  • I/O pins: 7
  • Width of the die: 80 µm
  • Die H: 80 µm
  • Chip area: 6400 µm²
  • Floorplan core density: 5.71%
  • Site row count: 21
  • Core area: 3420 µm²

GRT
  • Global-route wire length before repair: 745 µm
  • GRT Overall Usage: 1.72%
  • Total gr overflow: 0
  • Vias in the first global route: 152
  • Largest net degree at the start of global routing: 5
  • Initial antenna violation count: 0

Placed design
  • Hpwl dp: 371 µm
  • Placed insts: 66
  • Global placement routability congestion: 0.775
  • I/O Buffers: 6
  • Pre-CTS WS: -93.1 ps
  • Cell Area, Placed: 313 µm²

Run
  • Tool Warnings: 25
  • Max-Cap Viols: 0

Final layout
  • Final core utilization: 9.82%
  • Max reg flops: 4
  • Post-Layout Cell Count: 69
  • Share of cells above drive strength 1: 17.4%
  • Largest regs: count: 4 flops
  • Largest register by flop count: count
  • Layout area overhead: 71.8%
  • Post-route cell area: 335 µm²

Worst hold path
  • Worst min path class: primary input to async pin
==> worst reg2reg max path, cell delays in order (launching register included) <==
cell and delay, ps:
dfrtp_1 400, ha_1 280, a21o_1 190, a21oi_2 150, xnor2_1 120
==> layout make-up <==
type / count / area (µm²)
Sequential cell: 4 / 100
Tap cell: 46 / 57.6
Multi-Input combinational cell: 8 / 87.6
Clock buffer: 3 / 22.5
Timing Repair Buffer: 6 / 60.1
Fill cell: 403 / 3080
Inverter: 2 / 7.51
==> synthesized netlist by cell type <==
master,count
dfrtp_1,4
xor2_1,1
ha_1,2
a21o_1,1
a21oi_2,1
inv_1,2
xnor2_1,2
fa_1,1
==> kinds of logic (layout without fill, tap and decap cells) <==
| kind of cell | count (synthesis) | count (layout) | synth area share, % |
|---|---|---|---|
| AND-OR/OR-AND | 2 | 2 | 8.34 |
| XOR/XNOR | 3 | 3 | 13.5 |
| adder cells (fa/ha/maj) | 3 | 3 | 23.1 |
| buffers and inverters | 2 | 11 | 3.85 |
| flip-flops | 4 | 4 | 51.3 |
==> power groups by stage <==
stage	sequential, mW	clock, mW	combinational [mW]
CTS	0.163	0.124	0.191
global route	0.169	0.135	0.212
finish	0.161	0.117	0.184
==> cell usage in the layout, fill, tap and decap left out <==
master and instances:
inv_1 2, clkdlybuf4s50_1 6, xnor2_1 2, dfrtp_1 4
fa_1 1, a21o_1 1, ha_1 2, clkbuf_4 3
xor2_1 1, a21oi_2 1
==> worst max-delay path by stage <==
| stage | startpoint | to | cells after the start |
|---|---|---|---|
| finish | updown | count[3] | 6 |
| CTS | updown | count[3] | 6 |
| global route | updown | count[3] | 6 |
==> per-layer routing <==
metal	part of all wire [%]	track usage, %	vias to the layer above
met5	0	0	-
met4	0	0.352	0
met3	34	3.07	0
met2	28	1.69	9
met1	38	1.61	59
li1	-	-	63
No activity file was given, so power comes from the tool's default toggle rates.
