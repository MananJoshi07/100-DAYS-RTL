File: design/flow/design.v
`timescale 1ns / 1ps
module alu_full(
                input [8-1:0] a_in,
                input [8-1:0] b_in,
                input [3-1:0] op_code,
                output reg [8-1:0] y_out);
always@*
begin
    case(op_code)
    3'b000: y_out= a_in + b_in;
    3'b001: y_out= a_in - b_in;
    3'b010: y_out= a_in * b_in;
    3'b011: y_out= a_in / b_in;
    3'b100: y_out= a_in | b_in;
    3'b101: y_out= a_in ^ b_in;
    3'b110: y_out= a_in & b_in;
    2'b00: y_out= a_in;
    2'b01: y_out= a_in>>1;
    2'b10: y_out= a_in<<1;
    2'b11: y_out= ~a_in;
    default: y_out='b0;
    endcase
end                    
endmodule
File: design/flow/run.sh
#!/bin/bash
# OpenROAD 26Q1-2900-gdf79404cd8, Yosys 0.63+post, stock flow scripts
make -C /OpenROAD-flow-scripts/flow DESIGN_CONFIG=/design/flow/config.mk WORK_HOME=/design/flow/orfs finish
File: design/flow/config.mk
export PLATFORM = sky130hd
export DESIGN_NAME = alu_full
export DESIGN_NICKNAME = alu_full
export VERILOG_FILES = /design/flow/design.v
export SDC_FILE = /design/flow/constraint.sdc
export NUM_CORES = 4
export LEC_CHECK = 1
export CORE_UTILIZATION = 30
File: design/flow/constraint.sdc
current_design alu_full

set clk_period 27.9
set clk_io_pct 0.2

create_clock -name clk0 -period $clk_period

set non_clock_inputs [all_inputs -no_clocks]
set_input_delay [expr $clk_period * $clk_io_pct] -clock clk0 $non_clock_inputs
set_output_delay [expr $clk_period * $clk_io_pct] -clock clk0 [all_outputs]
==> flow_summary.json <==
{
  "status": "finished, final reports clean",
  "min-delay-start": "op_code[1]",
  "min_period_ns": 23.39,
  "netlist_instances": 453,
  "netlist_area_um2": 3383,
  "n_antenna_cell": 0,
  "most_common_cell": "ha_1",
  "yosysWarnings": 1,
  "routedWlPerCell_um": 15.74,
  "drtPass1Iterations": 4,
  "critPathMaxFanout": 11,
  "finalSetupViolations": 0,
  "final.setup.tns_ns": 0,
  "flop-count": 0,
  "cts_hold_buf": 0,
  "register_area_um2": 0,
  "num_vias": 3203,
  "viasPerCell": 5.285,
  "p_total_mw": 0.1025,
  "crit_type": "primary input to primary output",
  "grt_max_degree": 27,
  "drv_slew": 0,
  "antenna_found_initial": 0,
  "die_area_um2": 11710,
  "drc": 0,
  "cp-end-kind": "primary output",
  "grt_pass1_vias": 2984,
  "dr.first_iter.drc_count": 184,
  "layout_setup_ws_ns": 4.515,
  "cp_slowest_cell": "a41oi_1",
  "rsz0062_at_grt": "no",
  "top_cells_by_count": "ha_1 (79), nor2_1 (59), inv_1 (40)",
  "worstMarginPinSlew_ns": 0.8906,
  "grt_pass1_wl_um": 15610,
  "drt-total-wl_um": 9538,
  "maxSlewHeadroom_pct": 39.84,
  "power_per_cell_area_nw_per_um2": 27.12,
  "avgSynthCellArea_um2": 7.469,
  "startpoint_type": "primary input",
  "largest_area_cell": "ha_1",
  "period_used_pct": 83.82,
  "min_path_type": "primary input to primary output",
  "critical_path.startpoint": "b_in[6]",
  "cpLargestDelayFamily": "AND-OR/OR-AND gates",
  "ys_cells": 453,
  "initCoreUtil_pct": 30.94,
  "postRouteAntennaNets": 0,
  "crit_arrival_ns": 17.81,
  "fp.dieW_um": 108.2,
  "cap_violations": 0,
  "cp_num_cells": 46,
  "finalHoldViolCount": 0,
  "post_cts_buffers": 0,
  "gr-total-overflow": 0,
  "crit_end": "y_out[0]",
  "syn_to_final_growth_pct": 11.69,
  "max_freq_ghz": 0.04276,
  "synthDistinctLibCells": 50,
  "max_stage_delay_ns": 0.73,
  "crit_top_cell": "ha_1",
  "ys_area_um2": 3383,
  "warning_count": 45,
  "pin_count": 27,
  "coreArea_um2": 10940,
  "cp.required_ns": 22.32,
  "dp_slack_ns": 4.653,
  "n_clock_buffer": 0,
  "p_leak_nw": 1.758,
  "post_cts_resized": 0,
  "num_rows": 38,
  "hpwl_um": 7546,
  "gr-usage-all-layers_pct": 17.52,
  "gp_congestion": 0.8876,
  "ir_drop_uv": 9.625,
  "ys_seq_share_pct": 0,
  "top_area_share_pct": 29.22,
  "die_h_um": 108.2,
  "whs_ns": 12.37,
  "final_layout_size_suffix_gt1_share_pct": 4.721,
  "place_area_um2": 3779,
  "final_cell_area_um2": 3779,
  "path_buffers": 2,
  "synth.area.top_cells": "ha_1 (29%), xnor2_1 (8.5%), fa_1 (7.7%)",
  "port-buffer-count": 27
}
metrics by stage:
step | std cells | utilization (%)
floorplan | 453 | -
global placement | 606 | 34.55
detailed placement | 606 | 34.55
CTS | 606 | 34.55
global route | 606 | 34.55
finish | 606 | 34.55
placed cells by master, fill, tap and decap left out, types with 4 or more instances in the layout:
cell type	synthesis	routed
o21ai_0	23	23
fa_1	13	13
mux2_2	11	11
nor2_1	59	59
xor2_1	6	6
a21o_1	8	8
nor2b_1	8	8
inv_1	40	40
nor3_1	7	7
clkdlybuf4s50_1	0	27
a31oi_1	7	7
o211ai_1	6	6
nand3_1	4	4
nand2b_1	6	6
ha_1	79	79
nand2_1	26	26
xnor2_1	33	33
a211oi_1	5	5
a21oi_1	34	34
o21a_1	15	15
logic make-up (layout without fill, tap and decap cells):
logic type | after synthesis | in the layout | share of synthesized area [%]
buffers and inverters | 57 | 70 | 6.582
adder cells (fa/ha/maj) | 92 | 92 | 36.91
XOR/XNOR | 39 | 39 | 10.10
AND-OR/OR-AND | 123 | 123 | 24.26
multiplexers | 15 | 15 | 4.993
AND/OR/NAND/NOR | 127 | 127 | 17.16
report_power, final:
| part | leakage [nW] | switching, mW | internal [mW] |
|---|---|---|---|
| sequential | 0 | 0 | 0 |
| clock | 0 | 0 | 0 |
| combinational | 1.76 | 0.0543 | 0.0482 |
worst min path at each step:
stage	end	slack, ns	cells past startpoint
6_report	y_out[2]	12.37	5
4_1_cts	y_out[2]	12.38	5
5_1_grt	y_out[2]	12.43	5
metal layers:
layer	part of all wire (%)	wire (um)	vias up	global-route usage, %
met4	1.8	174	0	2.348
met3	6.4	614	11	2.638
met1	49	4658	1468	26.75
met2	43	4091	95	26.66
li1	-	-	1629	-
met5	0	0	-	0
layout make-up:
class,instances,area [um2]
multi-input combinational,396,3161
tap,140,175.2
fill,1139,7157
timing repair buffer,30,292.8
inverter,40,150.1
Power and IR drop assume default switching activity.
